==> flow/design.v <==
`timescale 1ns / 1ps
module top_multi_digit(clk, seg_cathode, seg_anode_o);  
	input wire clk;
	output wire [6:0] seg_cathode;
	output wire [3:0] seg_anode_o;
	wire [3:0] mux_out, decoder_out;
	wire reset = 0;
	wire en_o = 1;
	wire [11:0] count_val;
	wire [15:0] BCD_in;
	assign seg_anode_o = ~decoder_out; 
	reg [15:0] bcd_reg;
	wire bcd_en;
    upCounter UUT11 (.clk(clk), .reset(reset), .count_val(count_val), .bcd_en(bcd_en));
    bcd_doubleDabble UUT22 (.clk(clk), .en_in(en_o), .bin(count_val), .bcd(BCD_in), .bcd_en(bcd_en));
    anode_gen UUT1 (.clk(clk), .seg_anode(decoder_out));
    Mux_4to1_case UUT2 (.s(decoder_out), .i0(bcd_reg[15:12]), .i1(bcd_reg[11:8]), .i2(bcd_reg[7:4]), .i3(bcd_reg[3:0]), .o(mux_out));
    BCD_7_seg_conv UUT3 (.num(mux_out), .seg(seg_cathode));
    always @(posedge clk) begin
        if (bcd_en)
            bcd_reg <= BCD_in;
    end
endmodule
module anode_gen(clk, seg_anode);
	input wire clk;
	output wire [3:0] seg_anode;
	wire [1:0] countToDecoder;
	refresh_counter UUT1(.clk(clk), .o_q(countToDecoder));
	shift_register UUT2(.count(countToDecoder), .mux(seg_anode));
endmodule
module refresh_counter(clk, o_q);  
	input wire clk;
	output reg [1:0] o_q = 0;
	reg [1:0] o_d = 0;
	reg [8:0] count = 9'b000000000;
	always@(posedge clk)
	begin
	    count = count + 9'b000000001;
		if(o_d == 2'b11 && count==9'b100000001)  
		begin
			o_d = 2'b00;
			o_q <= o_d;
	    end
		else
		begin
			if(count == 9'b100000001)
			begin
			o_d = o_d + 1'b1;
			o_q <= o_d;
			end
		end
		if(count == 9'b100000001)
		  count = 9'b000000000;
	end
endmodule
module shift_register(count, mux);  
	input wire [1:0] count;
	output reg [3:0] mux;
	always@ (*)
	begin
		case (count)
		  2'b00 : mux = 4'b1000;
		  2'b01 : mux = 4'b0100;
		  2'b10 : mux = 4'b0010;
		  2'b11 : mux = 4'b0001;
		  default : mux = 4'bxxxx;
		endcase
	end
endmodule
module Mux_4to1_case(s, i0, i1, i2, i3, o);
	input wire [3:0] s, i0, i1, i2, i3;
	output reg [3:0] o;
	always@(*)  
	begin
		case (s)
			4'b1000 : o = i0;
			4'b0100 : o = i1;
			4'b0010 : o = i2;
			4'b0001 : o = i3;
			default : o = 1'bx;  
		endcase
	end
endmodule
module BCD_7_seg_conv(num, seg);
	input wire [3:0] num;
	output reg [6:0] seg;
	always@(num)  
	begin
		case (num)  
			0 : seg = 7'b1000000;  
			1 : seg = 7'b1111001;  
			2 : seg = 7'b0100100;  
			3 : seg = 7'b0110000;  
			4 : seg = 7'b0011001;  
			5 : seg = 7'b0010010;  
			6 : seg = 7'b0000010;  
			7 : seg = 7'b1111000;  
			8 : seg = 7'b0000000;  
			9 : seg = 7'b0010000;  
			default : seg = 7'b1111111; 
		endcase
    end
endmodule
module upCounter(clk, reset, count_val, bcd_en);
    input clk, reset, bcd_en;
    output reg[11:0] count_val;
     reg [16:0] cycle;  
    initial begin
        count_val = 12'd0;
        cycle = 17'd0;
    end
    always@(posedge clk or posedge reset)
    begin
        if(reset)
        begin
            count_val <= 12'b000000000000;
            cycle <= 17'd00000000000000000;
        end
        else if (bcd_en)
        begin
            if (cycle == 17'd400) begin
                    count_val <= count_val + 1; 
                    cycle <= 17'd0;
                end else begin
                    cycle <= cycle + 1; 
                end
            end
        end
endmodule
module bcd_doubleDabble(clk, en_in, bin, bcd, bcd_en);
    input clk, en_in;
    input [11:0] bin;
    output [15:0] bcd;
    output bcd_en;
    parameter IDLE = 3'b000;
    parameter SETUP = 3'b001;
    parameter ADD = 3'b010;
    parameter SHIFT = 3'b011;
    parameter DONE = 3'b100;
    reg [27:0] shift_reg = 28'b0000000000000000000000000000;
    reg [2:0] state = 3'b000;
    reg busy = 0;
    reg [3:0] sh_counter = 4'b0000;
    reg [1:0] add_counter = 2'b00;
    reg result_rdy = 0;
    always@(posedge clk)
    begin
        if(en_in && ~busy)
        begin
            shift_reg <= {16'b0000000000000000, bin};
            state <= SETUP;
        end
        case(state)
            IDLE:
            begin
                result_rdy <= 0;
                busy <= 0;
            end
            SETUP:
            begin
                busy <= 1;
                state <= ADD;
            end
            ADD:
            begin
                case(add_counter)
                    0:
                    begin
                        if(shift_reg[15:12] >= 4'b0101)
                           shift_reg[27:12] <= shift_reg[27:12] + 4'b0011;
                        add_counter <= add_counter + 2'b01;
                    end
                    1:
                    begin
                        if(shift_reg[19:16] >= 4'b0101)
                            shift_reg[27:16] <= shift_reg[27:16] + 4'b0011;
                        add_counter <= add_counter + 2'b01;
                    end
                    2:
                    begin
                        if(shift_reg[23:20] >= 4'b0101)
                            shift_reg[27:20] <= shift_reg[27:20] + 4'b0011;
                        add_counter <= add_counter + 2'b01;
                    end
                    3:
                    begin
                        if(shift_reg[27:24] >= 4'b0101)
                            shift_reg[27:24] <= shift_reg[27:24] + 4'b0011;
                        add_counter <= 0;
                        state <= SHIFT;
                    end
                endcase
            end
            SHIFT:
            begin
                sh_counter <= sh_counter + 4'b0001;
                shift_reg <= shift_reg << 1;
                if(sh_counter == 4'b1011)
                begin
                    sh_counter <= 4'b0000;
                    state <= DONE;
                end
                else
                    state <= ADD;
            end
            DONE:
            begin
                result_rdy <= 1'b1;
                state <= IDLE;
                busy <= 0;
            end
            default:
            begin
                state <= IDLE;
            end
        endcase
    end
    assign bcd = shift_reg[27:12];
    assign bcd_en = result_rdy;
endmodule
==> flow/run.sh <==
#!/bin/bash
# OpenROAD 26Q1-2900-gdf79404cd8, Yosys 0.63+post, stock flow scripts
make -C /OpenROAD-flow-scripts/flow DESIGN_CONFIG=/design/flow/config.mk WORK_HOME=/design/flow/orfs finish
==> flow/config.mk <==
export PLATFORM = sky130hd
export DESIGN_NAME = top_multi_digit
export DESIGN_NICKNAME = top_multi_digit
export VERILOG_FILES = /design/flow/design.v
export SDC_FILE = /design/flow/constraint.sdc
export NUM_CORES = 4
export LEC_CHECK = 1
export CORE_UTILIZATION = 30
==> flow/constraint.sdc <==
current_design top_multi_digit

set clk_period 3.1
set clk_io_pct 0.2

create_clock -name clk0 -period $clk_period [get_ports {clk}]

set non_clock_inputs [all_inputs -no_clocks]
set_input_delay [expr $clk_period * $clk_io_pct] -clock clk0 $non_clock_inputs
set_output_delay [expr $clk_period * $clk_io_pct] -clock clk0 [all_outputs]
==> reports/results.ini <==
[cells_and_area]
largest_reg_flops = 28
syn2layout_area_growth_pct = 13.0
drive_gt1_frac = 0.0832
final_cells = 859
postLayoutCoreUtil = 0.348
fillers = 1900

[sta]
slew_viol_final = 0
rsz0062_at_grt = yes
worstMarginPinSlew_ps = 647
hold_viol = 0
fmax_ghz = 0.331
finalCritPeriodShare = 0.976
slew_headroom = 0.566
skew_ps = 12.0
period_needed_ps = 3020
setup_viol = 0

[cts]
clk_path_buf_depth = 2
clock-sinks = 95
cts_max_level = 3
cts_inserted_buffers = 9
cts_root_buffer = clkbuf_16
clk_latency_ps = 350
clk_pin_slew_ps = 70
cts_tree = yes

[floorplanning]
die_h_um = 141
dieArea_um2 = 19800
io_pins = 12
die_x_um = 141
rows = 50
core_um2 = 18800
fp-utilization = 0.308

[yosys]
ys_cells = 616
yosys_warnings = 7
largest_area_cell = edfxtp_1
postSynthSeqShare = 0.440
ys_ff = 95
edf_count = 64
synth.distinct_cells = 65
post_synth.cell_area_avg_um2 = 9.37
area_leaders = edfxtp_1 (33%), dfxtp_1 (11%), ha_1 (7.4%)
ys_area_um2 = 5770
flop_cell = edfxtp_1
synth_cells = 616
ys_async_sr_fraction = 0
synth_area_um2 = 5770
top_area_frac = 0.333

[global_route]
grt_overflow_total = 0
grt_antenna_before_repair = 0
grt_pass1_wl_mm = 20.3
grt_max_degree = 35
grt_usage = 0.129
grt_pass1_vias = 4103

[critical_path]
ff2ff_setup_slack_ps = 630
reg2reg_to = UUT22.shift_reg[21]
rr_startpoint = UUT22.shift_reg[21]
worstPathArrival_ps = 2400
cp.required_ps = 2480
ff2ff_path_depth = 8
worst-setup-path-type = reg -> out
endpoint_kind = primary output
startpoint_type = register
crit_fanout = 5

[placement]
dp_hpwl_mm = 8.07
gp_congestion = 0.871
dp.cells = 840
io_buffers = 11

[drt]
antenna_left = 0
wirelength_mm = 11.8
drt-vias-per-instance = 5.14
vias = 4412
drtIter0Drc = 289
antenna_cells_inserted = 0
firstDrtPassIters = 4
wl_per_cell_um = 13.8
drc = 0

[min_path]
hold_end = UUT22.state[1]
holdPathStages = 1
worstHoldStart = UUT22.state[2]
hold_class = reg -> reg

[pwr]
power_density_nw_per_um2 = 372
vdd_ir_drop_max_mv = 0.289
leakagePower_nw = 2.23

[run]
drv_cap = 0
log.warning_count = 49

[outcome]
status = completed

## routing by layer
metal	global-route usage	vias up	wire length, um
met1	0.205	2049	5840
li1	-	2229	-
met2	0.192	120	5130
met5	0	-	0
met4	0.0212	0	179
met3	0.0256	14	678
## stage by stage
stage	area, um^2	TNS, ps	worst slack (ps)	hold WS, ps	power, mW
after global placement	6130	0	172	464	1.36
final	6520	0	75.4	482	2.42
after global routing	6520	-257	-110	521	2.51
after detailed placement	6130	0	143	471	1.36
after floorplan	5770	0	535	403	1.36
after CTS	6480	0	0.914	490	2.47
## Yosys cell counts (all sizes together), types with 2 or more instances
cell	n
or3	4
a221oi	4
nor2	41
inv	32
a22o	2
nor4b	2
nand3b	10
nor2b	6
a21o	6
nand2b	8
dfxtp	31
nand2	79
and2	5
nand3	35
o22ai	3
nor3b	2
a32o	3
mux2i	8
edfxtp	64
a32oi	4
and3	10
o311ai	2
o2111ai	5
o32ai	2
a21oi	28
xor2	11
a31oi	7
xnor2	37
ha	34
a211o	2
o31ai	2
a211oi	5
o21ai	36
o211ai	4
a22oi	6
o31a	2
nand4	5
mux2	3
buf	7
or2	2
clkbuf	24
nor4	4
nor3	15
## worst max-delay path, cell delays in order (launching register included)
cell,delay [ps]
dfxtp_4,380
inv_1,100
ha_2,230
a22oi_1,210
nand2_2,170
nor3_1,470
a21oi_1,90
clkdlybuf4s50_1,420
## worst max path at each step
stage                    start        endpoint  slack (ps)  depth (start not counted)
CTS           UUT1.UUT1.o_d[0]  seg_cathode[5]         0.9                         10
global route  UUT1.UUT1.o_d[1]  seg_cathode[4]        -110                          9
finish        UUT1.UUT1.o_d[1]  seg_cathode[5]          80                          7
## cell families after synthesis
family / share of synthesized area
AND-OR/OR-AND: 0.152
adder cells (fa/ha/maj): 0.0737
AND/OR/NAND/NOR: 0.199
flip-flops: 0.440
XOR/XNOR: 0.0728
buffers and inverters: 0.0421
multiplexers: 0.0197
## area by class of cell
type / count / area, um^2 / area share
Multi-Input combinational cell: 458 / 3050 / 0.467
Sequential cell: 95 / 2550 / 0.391
Timing Repair Buffer: 24 / 215 / 0.0330
Tap cell: 234 / 293 / 0.0449
Clock buffer: 10 / 250 / 0.0384
Inverter: 32 / 123 / 0.0188
Clock inverter: 6 / 47.5 / 0.00729
## cells in the final DEF, fill, tap and decap left out, types with 9 or more instances in the layout
master / instances
inv_1: 30
a21oi_1: 27
nand3_1: 34
clkbuf_16: 10
edfxtp_1: 64
o21ai_0: 34
nand2_1: 78
buf_4: 13
ha_1: 27
dfxtp_1: 29
xnor2_1: 37
nor2_1: 41
nand3b_1: 10
xor2_1: 11
nor3_1: 15
and3_1: 9
## what timing repair did
| action | CTS | global route |
|---|---|---|
| pin swaps | 0 | 1 |
| buffers inserted | 3 | 0 |
| resized | 9 | 15 |
| hold buffers | 0 | 0 |
| endpoints found under the setup margin | 7 | 7 |
## power breakdown
group / total, mW / switching (mW) / internal, mW
sequential: 1.33 / 0 / 1.33
clock: 1.09 / 0.489 / 0.602
combinational: 0.00000108 / 0 / 0
total: 2.42 / 0.489 / 1.93
Power is estimated from default activity; no workload was simulated.
